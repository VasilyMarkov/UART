--- design.v ---
module rx_module (
    input rx,
    input clk,
    output [7:0] data,
    output data_valid
);
reg [2:0] state_rx = 0;
reg [7:0] rx_data = 0;
reg [12:0] clk_count = 0; 
reg rx_data_valid = 0;
reg [3:0] bit_pointer = 0;
assign data = rx_data;
assign data_valid = rx_data_valid;
parameter clk_freq = 25000000;
parameter baudrate = 921600;
parameter bit_clks = clk_freq/baudrate;
parameter half_bit = (bit_clks-1)/2;
localparam idle = 0, start_bit = 1, receive = 2, stop_bit = 3;
always @(posedge clk)
begin
    case (state_rx)
        idle: begin
            rx_data_valid <= 0;
            clk_count <= 0;
            if(rx == 1'b0)
                state_rx <= start_bit;
            else 
                state_rx <= idle;
        end
        start_bit: begin
            if(clk_count >= half_bit) begin 
                if(rx == 1'b0) begin
                    if(clk_count == half_bit+half_bit-1) begin             
                        state_rx <= receive;
                        clk_count <= 0;
                    end 
                    clk_count <= clk_count+1;              
                end
                else state_rx <= idle;
            end
            else begin
                clk_count <= clk_count+1;
                state_rx <= start_bit;
            end
        end
        receive: begin
            if(clk_count < bit_clks-1) begin   
                state_rx <= receive;
                clk_count <= clk_count + 1;     
            end   
            else begin 
                clk_count <= 0;               
                rx_data[bit_pointer] <= rx;
                if (bit_pointer < 7) begin  
                    bit_pointer <= bit_pointer + 1;
                    state_rx <= receive;
                end
                else begin
                    bit_pointer <= 0;
                    state_rx <= stop_bit;
                end
            end
        end
        stop_bit: begin
            if(clk_count < bit_clks-1) begin   
                state_rx <= stop_bit;
                clk_count <= clk_count + 1;     
            end
            else begin   
                rx_data_valid <= 1;
                state_rx <= idle;
                clk_count <= 0;   
            end
        end
        default: state_rx <= idle;
    endcase
end
endmodule 
module system_buffer (
    input clk, 
    input [7:0] rx_data,
    input rx_data_valid,
    output reg [31:0] sys_data,
    output reg sys_rx_data_valid, 
    input [31:0] tx_sys_data,
    input sys_tx_data_valid,
    input uart_tx_busy,
    input uart_tx_done,
    output reg [7:0] tx_data,
    output reg tx_data_valid,
    output reg word_busy
);
reg [2:0] rx_cnt_byte = 0;
always @(posedge clk) 
begin
    if (rx_data_valid) begin		
        case (rx_cnt_byte)
            0: begin
                sys_data[31:24] <= rx_data;
                sys_rx_data_valid <=0;
            end    
            1: begin
                sys_data[23:16] <= rx_data;  
            end    
            2: begin
                sys_data[15:8] <= rx_data;  
            end    
            3: begin
                sys_data[7:0] <= rx_data;                
            end
        endcase  
        rx_cnt_byte <= rx_cnt_byte + 1;
    end 
    else begin
        sys_rx_data_valid <=0;
        if(rx_cnt_byte == 4) begin
             sys_rx_data_valid <=1;
             rx_cnt_byte <= 0; 
        end
    end
end
reg [31:0] tx_word;
reg [1:0] tx_cnt = 0;
reg tx_busy = 0;
reg data_ready = 0;
always @(posedge clk) 
begin
    tx_data_valid <= 0;
    if(sys_tx_data_valid) begin 
        tx_word <= tx_sys_data;
        word_busy <= 1;
        data_ready <= 1;
    end
    if(uart_tx_done) tx_busy <= 0;
    if(data_ready) begin
        if(!tx_busy) begin 
            tx_data_valid <= 1;  
            tx_busy <= 1;
            case (tx_cnt)
                0: tx_data <= tx_word[31:24];
                1: tx_data <= tx_word[23:16];
                2: tx_data <= tx_word[15:8];
                3: begin
                    tx_data <= tx_word[7:0];
                    word_busy <= 0;
                    data_ready <= 0;
                end
            endcase
            tx_cnt <= tx_cnt + 1;
        end 
    end     
end
endmodule 
module top_uart (
    input clk,
    input [31:0] i_sys_data,
    input sys_tx_data_valid,
    output [31:0] o_sys_data,
    output sys_rx_data_valid,
    output word_busy
);
wire uart_tx_busy;
wire uart_tx_done;
wire [7:0] sys_to_uart_data;
wire [7:0] uart_to_sys_data;
wire tx_data_valid;
wire rx_data_valid;
wire serial_line;
wire maj_line;
uart uart_inst (.clk(clk), 
                .tx_data(sys_to_uart_data), 
                .tx_data_valid(tx_data_valid),
                .rx_data(uart_to_sys_data),
                .rx_serial(maj_line),
                .tx_serial(serial_line),
                .tx_busy(uart_tx_busy),
                .tx_done(uart_tx_done),
                .rx_data_valid(rx_data_valid)
                );
system_buffer buf_inst( .clk(clk), 
                        .tx_sys_data(i_sys_data),  
                        .sys_tx_data_valid(sys_tx_data_valid),  
                        .sys_data(o_sys_data),  
                        .sys_rx_data_valid(sys_rx_data_valid),  
                        .uart_tx_busy(uart_tx_busy),
                        .uart_tx_done(uart_tx_done),  
                        .tx_data(sys_to_uart_data),
                        .tx_data_valid(tx_data_valid),
								.rx_data_valid(rx_data_valid),
                        .word_busy(word_busy),
								.rx_data(uart_to_sys_data)
                      );
RXMajority3Filter inst1 (.clk(clk), .rxIN(serial_line), .rxOUT(maj_line));
endmodule
module RXMajority3Filter
(
	input clk,
	input rxIN,
	output wire rxOUT
);
reg [2:0] rxLock = 3'b111;
assign rxOUT = (rxLock[0] & rxLock[1]) | (rxLock[0] & rxLock[2]) | (rxLock[1] & rxLock[2]);
always @(posedge clk) begin
	rxLock <= {rxIN, rxLock[2:1]};
end
endmodule
module tx_module (
    input clk,
    input [7:0] data,
    input data_valid,
    output reg tx,
    output reg tx_busy,
    output reg tx_done
);
reg [2:0] state_tx = 0;
reg [7:0] tx_data = 0;
reg [12:0] clk_count = 0;
reg tx_data_valid = 0;
reg [3:0] bit_pointer = 0;
parameter clk_freq = 25000000;
parameter baudrate = 921600;
parameter bit_clks = clk_freq/baudrate;
parameter half_bit = (bit_clks-1)/2;
localparam idle = 0, start_bit = 1, transmit = 2, stop_bit = 3, new_data = 4;
always @(posedge clk) 
begin
    case (state_tx) 
        idle: begin
            tx <= 1;
            tx_busy <=0;
            tx_done <= 0;
            if(data_valid) begin
                state_tx <= start_bit;
            end
        end 
        start_bit: begin
            tx <= 0;
            tx_busy <=1;
            tx_data <= data;
            if(clk_count == bit_clks-1) begin
                state_tx <= transmit;
                clk_count <= 0;
            end
            else
                clk_count <= clk_count+1;
        end
        transmit: begin
            tx <= tx_data[bit_pointer]; 
            if(clk_count < bit_clks-1) begin   
                state_tx <= transmit;
                clk_count <= clk_count + 1;     
            end   
            else begin
                clk_count <= 0;   
                if(bit_pointer < 7) begin                                    
                    bit_pointer <= bit_pointer+1;
                    state_tx <= transmit;
                end
                else begin
                    bit_pointer <= 0;    
                    state_tx <= stop_bit;
                end
            end
        end
        stop_bit: begin
            if(clk_count == bit_clks-1) begin
                state_tx <= new_data; 
                clk_count <= 0;   
            end
            else begin
                tx <= 1;            
                clk_count <= clk_count + 1;
            end
        end
        new_data: begin
            tx_done <= 1;
            state_tx <= idle;
        end
        default : state_tx <= idle;
    endcase
end
endmodule 
module uart (
    input clk,
    input [7:0] tx_data,
    input tx_data_valid,
    output tx_serial,
    output tx_busy,
    output tx_done,
    input rx_serial,
    output [7:0] rx_data,
    output rx_data_valid
);
tx_module tx_inst1 (.clk(clk),
                    .data(tx_data),
                    .data_valid(tx_data_valid),
                    .tx(tx_serial),
                    .tx_busy(tx_busy),
                    .tx_done(tx_done)
                    );
rx_module rx_inst1 (.clk(clk), 
                    .rx(rx_serial), 
                    .data(rx_data), 
                    .data_valid(rx_data_valid)
);
endmodule 
--- run.sh ---
#!/bin/bash
# OpenROAD 26Q1-2900-gdf79404cd8, Yosys 0.63+post, stock flow scripts
make -C /OpenROAD-flow-scripts/flow DESIGN_CONFIG=/design/flow/config.mk WORK_HOME=/design/flow/orfs finish
--- config.mk ---
export PLATFORM = sky130hd
export DESIGN_NAME = top_uart
export DESIGN_NICKNAME = top_uart
export VERILOG_FILES = /design/flow/design.v
export SDC_FILE = /design/flow/constraint.sdc
export NUM_CORES = 4
export LEC_CHECK = 1
export CORE_UTILIZATION = 40
--- constraint.sdc ---
current_design top_uart

set clk_period 2.3
set clk_io_pct 0.2

create_clock -name clk0 -period $clk_period [get_ports {clk}]

set non_clock_inputs [all_inputs -no_clocks]
set_input_delay [expr $clk_period * $clk_io_pct] -clock clk0 $non_clock_inputs
set_output_delay [expr $clk_period * $clk_io_pct] -clock clk0 [all_outputs]
==> flow_metrics.py <==
# Synthesis and PnR figures
metrics = {
    "routing": {
        "wire_per_inst_um": 13.4,
        "drt-total-wl_um": 9270,
        "dr.pass1.iters": 5,
        "via_per_inst": 4.88,
        "drt_iter0_markers": 237,
        "vias": 3375,
        "drc": 0,
        "num_antenna_cells": 0,
        "ant_nets": 0,
    },
    "final_timing": {
        "slew_headroom_pct": 59.7,
        "fin_hold_ws_ps": 340,
        "fmax_mhz": 480,
        "final.setup_skew_ps": 8.60,
        "finalCritPeriodShare_pct": 90.6,
        "tns_ps": 0,
        "slew_viol_final": 0,
        "setup_viol": 0,
        "min_period_ps": 2080,
        "worst-slew-pin-transition_ps": 601,
        "hold_viol_final": 0,
        "rsz0062_at_grt": "false",
    },
    "worst_setup_path": {
        "ff2ff_path_depth": 5,
        "cp_cell_sequence": "or4_4 -> nor4_4 -> nor2_1 -> nand2_1 -> buf_4",
        "setup.worst_path.end_class": "flip-flop",
        "arrival_ps": 2190,
        "worstPathRequired_ps": 2410,
        "slowest_stage": "or4_4",
        "critical_path_class": "reg -> reg",
        "slowest_delay_ps": 610,
        "cp_max_fo": 13,
        "crit_path_start_kind": "flip-flop",
        "rrSetupSlack_ps": 220,
        "rr_endpoint": "uart_inst.rx_inst1.clk_count[7]$_DFFE_PP_",
        "r2r_start": "uart_inst.rx_inst1.clk_count[8]$_DFFE_PP_",
    },
    "pwr": {
        "combPwrFrac_pct": 23.2,
        "power_density_nw_per_um2": 1220,
        "p_sw_w": 0.00272,
        "power.total_w": 0.00915,
        "switching_share_pct": 29.7,
        "p_clk_share_pct": 29.2,
        "intPower_w": 0.00643,
        "p_seq_share_pct": 47.6,
        "vdd_drop_max_mv": 0.629,
        "leakage_nw": 2.64,
    },
    "min_path": {
        "min_to": "inst1.rxLock[2]$_DFF_P_",
        "worstHoldStart": "uart_inst.tx_inst1.tx$_DFFE_PP_",
        "hold_path.class": "reg -> reg",
        "hold_path_depth": 0,
    },
    "die": {
        "io_pins": 68,
        "row_count": 44,
        "chipArea_sq_um": 15500,
        "die_w_um": 125,
        "dieHeight_um": 125,
        "fp_util_pct": 41.2,
        "core_area_sq_um": 14600,
    },
    "job": {
        "drv_cap": 0,
        "tool_warnings": 36,
    },
    "yosys": {
        "synth_top_area_share_pct": 68.0,
        "netlist_area_sq_um": 6010,
        "ys_seq_share_pct": 70.3,
        "ys_ff": 143,
        "ys_top_cells_by_area": "edfxtp_1 (68%), ha_1 (3.7%), xnor2_1 (3.1%)",
        "synth_top_cell_by_area": "edfxtp_1",
        "synth_area_per_cell_sq_um": 14.7,
        "synth-async-reset-ratio_pct": 0,
        "synth-edff-count": 136,
        "syn-instance-count": 409,
        "ys_types": 49,
        "ys_warn_count": 4,
        "common_cells": "edfxtp_1 (136), nor2_1 (48), inv_1 (24)",
        "synthFlopType": "edfxtp_1",
        "ys_cells": 409,
        "ys_area_sq_um": 6010,
        "most_common_cell": "edfxtp_1",
    },
    "layout": {
        "areaGrowthSynthToFinish_pct": 25.0,
        "comb_area_sq_um": 1650,
        "regArea_sq_um": 4220,
        "drive_gt1_share_pct": 9.47,
        "fillers": 1149,
    },
    "clocking": {
        "cts_setup_buffers": 0,
        "cts_hold_buffers": 0,
        "cts_tree": "yes",
        "clock_sinks": 143,
        "worstSkewPairLatency_ps": 410,
        "cts.root.buffer_cell": "clkbuf_16",
        "cts_buffers": 17,
        "cts.path.max_buffers": 2,
        "clk_pin_slew_worst_paths_ps": 60,
        "htreeDepth": 4,
        "ctsResizeCount": 0,
    },
    "global_routing": {
        "grt_pass1_vias": 3243,
        "grt_pass1_wl_um": 15600,
        "overflow": 0,
        "grt_max_degree": 35,
        "antenna_found_initial": 0,
        "grt_use_total_pct": 13.2,
    },
    "place": {
        "gp_congestion": 0.785,
        "numPortBuffers": 67,
        "place_hpwl_um": 6380,
    },
    "run_status": {
        "outcome": "completed",
    },
}
==> area by class of cell <==
| type | count | area share [%] |
|---|---|---|
| flip-flops and latches | 143 | 56.3 |
| multi-input cells | 233 | 22.0 |
| repair buffers | 75 | 9.73 |
| clock buffers | 18 | 5.72 |
| well taps | 184 | 3.07 |
| clock inverters | 14 | 2.05 |
| inverters | 24 | 1.20 |
==> registers in the layout (all words and copies together), names as in the netlist, 2 cells and up <==
name	count
uart_inst.rx_inst1.clk_count	13
uart_inst.tx_inst1.state_tx	3
buf_inst.tx_cnt	2
buf_inst.tx_word	32
uart_inst.tx_inst1.bit_pointer	4
uart_inst.tx_inst1.tx_data	8
uart_inst.tx_inst1.clk_count	13
buf_inst.tx_data	8
uart_inst.rx_inst1.rx_data	8
uart_inst.rx_inst1.state_rx	2
uart_inst.rx_inst1.bit_pointer	4
inst1.rxLock	3
buf_inst.sys_data	32
buf_inst.rx_cnt_byte	3
==> cells in the final DEF (no fill, tap or decap), drive strengths merged, types with 9 or more instances in the layout <==
cell,count
and2,13
clkbuf,18
clkdlybuf4s50,67
edfxtp,136
ha,18
inv,29
mux2i,10
nand2,18
nand3,13
nor2,48
nor3,9
nor4,10
xnor2,21
==> routing by layer <==
metal  share of wire, %  GRT usage [%]
met1                 46           21.7
met5                  0              0
met4                1.7           2.06
met2                 46           19.7
met3                5.7           3.59
==> power by group through the flow <==
stage	combinational [W]	sequential [W]	clock, W
final	0.00212	0.00436	0.00267
after global routing	0.00238	0.00446	0.00285
after CTS	0.00216	0.00436	0.00274
==> worst max path at each step <==
stage                                             start                                         end  slack [ps]  cells after the start
CTS           uart_inst.rx_inst1.clk_count[8]$_DFFE_PP_  uart_inst.rx_inst1.clk_count[11]$_DFFE_PP_         210                      5
finish        uart_inst.rx_inst1.clk_count[8]$_DFFE_PP_   uart_inst.rx_inst1.clk_count[7]$_DFFE_PP_         220                      5
global route  uart_inst.rx_inst1.clk_count[8]$_DFFE_PP_  uart_inst.rx_inst1.clk_count[11]$_DFFE_PP_         100                      5
==> stage by stage <==
stage | instances | cell area, sq um | setup slack (ps) | utilization, %
finish | 691 | 7510 | 217 | 51.5
CTS | 691 | 7510 | 213 | 51.5
floorplan | 409 | 6010 | 178 | -
global placement | 659 | 6930 | 261 | 47.5
detailed placement | 659 | 6930 | 225 | 47.5
global route | 691 | 7510 | 96.9 | 51.5
==> critical path, delay by kind of cell (launching register included) <==
kind | cells | cell delay (ps)
flip-flops | 1 | 450
buffers and inverters | 1 | 210
AND/OR/NAND/NOR | 4 | 1110
==> kinds of logic after synthesis <==
logic type	count (synthesis)	share of synthesized area, %
fa+ha+maj	19	3.92
mux	14	2.79
compound gates	40	5.46
xor+xnor	25	3.65
buf+inv	33	2.21
simple gates	135	11.7
flops	143	70.3
Power and IR drop assume default switching activity.
